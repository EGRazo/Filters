**design.v**
```verilog
module fir_gen
    #(parameter W1 = 8,  
                W2 = 16,  
                W3 = 17,  
                W4 = 8,  
                L = 3)  
            (input clk,  
             input reset,  
             input Load_x,  
             input signed [W1-1:0] x_in,  
             input signed [W1-1:0] c_in,  
             output signed [W4-1:0] y_out);  
reg signed [W1-1:0] x;
wire signed [W3-1:0] y;
reg signed [W1-1:0] c [0:2];  
wire signed [W2-1:0] p [0:2];  
reg signed [W3-1:0] a [0:2];  
always @(posedge clk or posedge reset) begin: Load
        integer k;  
        if (reset) begin  
            for (k=0; k<=L-1; k=k+1) c[k] <= 0;
            x <= 0;
        end else if (!Load_x) begin
            c[2] <= c_in;  
            c[1] <= c[2];  
            c[0] <= c[1];
        end else
            x <= x_in;  
        end
always @(posedge clk or posedge reset)begin: SOP
    integer k;  
    if (reset)  
        for (k=0; k<=2; k=k+1) a[k] <= 0;
    else begin
        a[0] <= p[0] + a[1];
        a[1] <= p[1] + a[2];
        a[2] <= p[2];
    end
end
     assign y = a[0];
     genvar I;  
generate
        for (I=0; I<L; I=I+1) begin : MulGen
        assign p[I] = x * c[I];
    end
endgenerate
        assign y_out = y[W3-1:W3-W4];
endmodule
```
**run.sh**
```bash
#!/bin/bash
# OpenROAD 26Q1-2900-gdf79404cd8, Yosys 0.63+post, stock flow scripts
make -C /OpenROAD-flow-scripts/flow DESIGN_CONFIG=/design/flow/config.mk WORK_HOME=/design/flow/orfs finish
```
**config.mk**
```make
export PLATFORM = sky130hd
export DESIGN_NAME = fir_gen
export DESIGN_NICKNAME = fir_gen
export VERILOG_FILES = /design/flow/design.v
export SDC_FILE = /design/flow/constraint.sdc
export NUM_CORES = 4
export LEC_CHECK = 1
export CORE_UTILIZATION = 40
```
**constraint.sdc**
```tcl
current_design fir_gen

set clk_period 7.3
set clk_io_pct 0.2

create_clock -name clk0 -period $clk_period [get_ports {clk}]

set non_clock_inputs [all_inputs -no_clocks]
set_input_delay [expr $clk_period * $clk_io_pct] -clock clk0 $non_clock_inputs
set_output_delay [expr $clk_period * $clk_io_pct] -clock clk0 [all_outputs]
```
==> impl_metrics.yaml <==
# implementation run metrics
placed_design:
  place_congestion: 0.852
  dp.cells: 1362
  portBuffers: 26
  hpwl_um: 15200
flow_run:
  max_cap_viol_count: 0
  warning_count: 27
detailed_routing:
  drt-met1-wl_um: 8580
  routed_via_density: 4.75
  antenna_left: 0
  drt_iter0_drc: 201
  wl_um: 18900
  drtPass1Iterations: 4
  wl_met3_um: 814
  diodes: 0
  top_layer: "met4"
  dr_wl_met2_um: 9400
  vias: 6539
  route.detailed.drc: 0
  wire_per_inst_um: 13.7
layout:
  postLayoutCoreUtil_pct: 44.6
  layout_top_cell: "inv_1"
  drive_gt1_share_pct: 6.33
  stdcell_count: 1378
  ff_latch_area_um2: 1830
  mostFrequentLayoutCells: "inv_1, fa_1, and2_1, ha_1, nand2_1"
  fillers: 2402
  synthToLayoutAreaGrowth_pct: 9.17
  comb_area_um2: 7860
floorplanning:
  boundaryPins: 27
  chipArea_um2: 27300
  std_cell_rows: 59
  core_area_um2: 26100
  fp_util_pct: 40.9
  die_x_um: 165
  dieHeight_um: 165
worst_setup_path:
  cp.required_ps: 7530
  crit_fanout: 17
  startpoint_type: "flop"
  slowest_delay_ps: 690
  arrival_ps: 6030
  cpMaxStageDelayCell: "dfrtp_1"
  path_cells: "buf_4 > and2_1 > inv_1 > fa_1 > inv_1 > fa_1 > fa_1 > fa_1 > fa_1 > ha_1 > nor4_1 > o21ai_0 > nand3_1 > o211ai_1 > a2111o_1 > and3_1"
  critical_path_buf_inv_count: 3
  path_common_cell: "fa_1"
  cp_top_family: "adder cells"
  crit_type: "reg -> reg"
  end_kind: "flop"
final_timing:
  tightest_slew_ps: 636
  slew_headroom_pct: 57.0
  setup_tns_ps: 0
  setup_viol: 0
  clock_skew_ps: 10.2
  rsz0062_at_grt: "no"
  hold_viol: 0
  finalClockPeriodUsage_pct: 79.4
  slew_violations: 0
  period_needed_ps: 5800
  fmax_mhz: 173
synthesis:
  avgSynthCellArea_um2: 10.4
  edf_count: 0
  async_reset_ff_share_pct: 100
  syn_inst: 1022
  yosys_warnings: 3
  netlist_area_um2: 10600
  yosys_cells: 1022
  yosysUniqueCellTypes: 45
  ys_seq_share_pct: 17.2
  ff_type: "dfrtp_1"
  yosys_register_bits: 73
  yosysChipArea_um2: 10600
status:
  outcome: "completed"
grt:
  grt_pass1_wl_um: 34300
  grt_max_degree: 40
  overflow: 0
  antenna_found_initial: 0
  grt_pass1_vias: 7031
  grtUsageTotal_pct: 16.8
clock_tree:
  ctsHoldBuffers: 0
  cts_made_buffers: 9
  cts_tree: "done"
  clk_pin_slew_ps: 60
  clock_latency_ps: 340
  cts.sinks: 73
  cts-resized-gates: 0
  cts-root-buf: "clkbuf_16"
  cts_setup_buffers: 0
  cts_buffer_depth: 2
  ctsHtreeMaxLevel: 3
worst_hold_path:
  hp-class: "reg -> reg"
==> worst paths after layout <==
path / from / end / slack [ps] / cells past startpoint
min: a[2][0] / a[1][0] / 500 / 1
min reg2reg: a[2][0] / a[1][0] / 500 / 1
max: x[7] / a[0][16] / 1500 / 16
max in group asynchronous: reset / a[2][10] / 4890 / 3
max reg2reg: x[7] / a[0][16] / 1500 / 16
min in group asynchronous: reset / a[1][0] / 1480 / 2
==> layout make-up <==
class | count | area share, %
Sequential cell | 73 | 15.7
Inverter | 223 | 7.21
Tap cell | 335 | 3.61
Timing Repair Buffer | 36 | 2.84
Clock buffer | 12 | 2.12
Clock inverter | 4 | 0.850
Multi-Input combinational cell | 695 | 67.6
==> cell families after synthesis <==
| group | share of synthesized area, % |
|---|---|
| compound gates | 3.75 |
| xor+xnor | 3.97 |
| fa+ha+maj | 50.7 |
| buf+inv | 8.99 |
| flops | 17.2 |
| mux | 3.17 |
| simple gates | 12.2 |
==> worst register-to-register path: cells and delay by family, from the launching register on <==
kind	cells	cell delay, ps
and+or+nand+nor	4	1170
adders and majority gates	6	2630
buffers and inverters	3	450
DFF	1	690
AOI/OAI and AO/OA	3	750
==> per-layer routing <==
metal	up-vias	global-route usage (%)
li1	3115	-
met4	0	0.876
met5	-	0
met1	3312	24.8
met3	9	3.49
met2	103	28.1
==> flip-flops by register name, indices dropped and copies added (netlist names) <==
| register | cells |
|---|---|
| a | 41 |
| c | 24 |
| x | 8 |
==> metrics by stage <==
step	worst slack, ps	instance area, um2	hold slack (ps)
finish	1500	11600	502
global route	1100	11600	531
CTS	1460	11600	515
detailed placement	1460	11300	494
global placement	1610	11300	504
floorplan	2170	10600	456
==> synthesized netlist by cell type, drive strengths merged, types with 3 or more instances <==
| cell | count | area [um2] |
|---|---|---|
| a31oi | 5 | 31.3 |
| ha | 102 | 1280 |
| nand2b | 8 | 50.1 |
| a21oi | 14 | 77.6 |
| nor3 | 9 | 45.0 |
| dfrtp | 73 | 1830 |
| nor2b | 4 | 25.0 |
| o21a | 5 | 37.5 |
| and2 | 102 | 638 |
| clkinv | 3 | 11.3 |
| and3 | 4 | 25.0 |
| nor2 | 33 | 124 |
| fa | 206 | 4120 |
| xor2 | 4 | 35.0 |
| nand2 | 81 | 304 |
| clkbuf | 30 | 113 |
| xnor2 | 40 | 365 |
| inv | 220 | 826 |
| mux2 | 30 | 338 |
| o21bai | 3 | 22.5 |
| a211oi | 3 | 22.5 |
| o21ai | 15 | 78.8 |
| nand3 | 3 | 15.0 |
